==> flow/design.v <==
module ClkDiv(Clk, Rst, ClkOut);
   input Clk, Rst;
   output reg ClkOut;
  parameter DivVal = 49999999;  
   reg [25:0] DivCnt;
   reg ClkInt;
   always @(posedge Clk) begin
      if( Rst == 1 )begin
         DivCnt <= 0;
         ClkOut <= 0;
         ClkInt <= 0;
      end
      else begin
         if( DivCnt == DivVal ) begin
            	ClkOut <= ~ClkInt;
            	ClkInt <= ~ClkInt;
            	DivCnt <= 0;
         end
         else begin
            	ClkOut <= ClkInt;
            	ClkInt <= ClkInt;
            	DivCnt <= DivCnt + 1;
         end
      end
   end
endmodule
`timescale 1ns / 1ps
module Lab3(L, R, Rst, Clk, CA, CB, CF, CG);
    input L, R, Rst, Clk;
    output reg CA, CB, CF, CG;
    reg[3:0] State, NextState;
    parameter S0 = 0, SR1 = 1, SR2 = 2, SR3 = 3, SR4 =4, SL1 = 5, SL2 = 6, SL3 = 7, SL4 = 8, SA = 9;
    always @(State, L, R)begin
        case(State)   
        S0: begin
        CA <= 1; CB <=1; CF <=1; CG <=1;
        if(L == 1 & R ==1)
            NextState <= SA;
        else if(L == 0 & R == 1)
            NextState <= SR1;
        else if (L == 1 & R ==0)
            NextState <= SL1;
        else
            NextState <= S0;
        end
        SR1: begin
        CA <= 0; CB <=1; CF <=1; CG <=1;
        if(L == 1 & R ==1)
            NextState <= S0;
        else if(L == 0 & R == 1)
            NextState <= SR2;
        else if (L == 1 & R ==0)
            NextState <= S0;
        else
            NextState <= S0;
        end
        SR2: begin
        CA <= 0; CB <=0; CF <=1; CG <=1;
        if(L == 1 & R ==1)
            NextState <= S0;
        else if(L == 0 & R == 1)
            NextState <= SR3;
        else if (L == 1 & R ==0)
            NextState <= S0;
        else
            NextState <= S0;
        end
        SR3: begin
        CA <= 0; CB <=0; CF <=1; CG <=0;
        if(L == 1 & R ==1)
            NextState <= S0;
        else if(L == 0 & R == 1)
            NextState <= SR4;
        else if (L == 1 & R ==0)
            NextState <= S0;
        else
            NextState <= S0;
        end
        SR4: begin
        CA <= 0; CB <=0; CF <=0; CG <=0;
        if(L == 1 & R ==1)
            NextState <= S0;
        else if(L == 0 & R == 1)
            NextState <= SR1;
        else if (L == 1 & R ==0)
            NextState <= S0;
        else
            NextState <= S0;
        end
        SL1: begin
        CA <= 0; CB <=1; CF <=1; CG <=1;
        if(L == 1 & R ==1)
            NextState <= S0;
        else if(L == 1 & R == 0)
            NextState <= SL2;
        else if (L == 0 & R ==1)
            NextState <= S0;
        else
            NextState <= S0;
        end
        SL2: begin
        CA <= 0; CB <=1; CF <=0; CG <=1;
        if(L == 1 & R ==1)
            NextState <= S0;
        else if(L == 1 & R == 0)
            NextState <= SL3;
        else if (L == 0 & R ==1)
            NextState <= S0;
        else
            NextState <= S0;
        end
        SL3: begin
        CA <= 0; CB <=1; CF <=0; CG <=0;
        if(L == 1 & R ==1)
            NextState <= S0;
        else if(L == 1 & R == 0)
            NextState <= SL4;
        else if (L == 0 & R == 1)
            NextState <= S0;
        else
            NextState <= S0;
        end
        SL4: begin
        CA <= 0; CB <=0; CF <=0; CG <=0;
        if(L == 1 & R ==1)
            NextState <= S0;
        else if(L == 1 & R == 0)
            NextState <= SL1;
        else if (L == 0 & R ==1)
            NextState <= S0;
        else
            NextState <= S0;
        end
        SA: begin
        CA <= 0; CB <=0; CF <=0; CG <=0;
        if(L == 1 & R ==1)
            NextState <= S0;
        else if(L == 1 & R == 0)
            NextState <= S0;
        else if (L == 0 & R ==1)
            NextState <= S0;
        else
            NextState <= S0;
        end   
        default: begin
            CA <= 1; CB <= 1; CF <=1; CG <=1;
            NextState <= S0;
            end
        endcase
        end
    always @(posedge Clk) begin
        if( Rst == 1)
        State <= S0;
        else
        State <= NextState;
        end
endmodule
`timescale 1ns / 1ps
module Top_Design(CLK100MHZ, BTNC, SW, CA, CB, CF, CG);
    input CLK100MHZ, BTNC;
    input [1:0] SW;  
    output CA, CB, CF, CG;
    wire ClkOut;
    Lab3 RE(SW[1], SW[0], BTNC, ClkOut, CA, CB, CF, CG);
    ClkDiv L(CLK100MHZ, 0, ClkOut);
endmodule
==> flow/run.sh <==
#!/bin/bash
# OpenROAD 26Q1-2900-gdf79404cd8, Yosys 0.63+post, stock flow scripts
make -C /OpenROAD-flow-scripts/flow DESIGN_CONFIG=/design/flow/config.mk WORK_HOME=/design/flow/orfs finish
==> flow/config.mk <==
export PLATFORM = sky130hd
export DESIGN_NAME = Top_Design
export DESIGN_NICKNAME = Top_Design
export VERILOG_FILES = /design/flow/design.v
export SDC_FILE = /design/flow/constraint.sdc
export NUM_CORES = 4
export LEC_CHECK = 1
export CORE_AREA = 10 10 101 101
export DIE_AREA = 0 0 111 111
==> flow/constraint.sdc <==
current_design Top_Design

set clk_period 5.2
set clk_io_pct 0.2

create_clock -name clk0 -period $clk_period [get_ports {CLK100MHZ}]

set non_clock_inputs [all_inputs -no_clocks]
set_input_delay [expr $clk_period * $clk_io_pct] -clock clk0 $non_clock_inputs
set_output_delay [expr $clk_period * $clk_io_pct] -clock clk0 [all_outputs]
==> impl_metrics.yaml <==
# generated from flow reports
outcome:
  outcome: "finished, final reports clean"
drt:
  drtPass1Iterations: 4
  via_per_inst: 3.76
  antennaDiodeCount: 0
  vias: 1004
  drc: 0
  avgRoutedWirePerCell_um: 8.93
  wirelength_um: 2380
  drtIter0Drc: 49
  drtAntennaViolNets: 0
setup_path:
  slowest_stage: "and3_1"
  cp.depth: 5
  rr_startpoint: "L.DivCnt[7]"
  cp_data_required_time_ns: 5.36
  cpPeakStageDelay_ns: 0.70
  criticalPathCategory: "reg -> reg"
  worst_ep_arrival_time_ns: 2.27
  reg2reg_depth: 5
  critPathTopFamily: "simple AND/OR/NAND/NOR gates"
  endpoint_kind: "flop"
  critPathLaunchType: "flop"
  path_cells: "or4bb_1 -> nor3_1 -> and3_1 -> nand3b_1 -> o21ai_1"
  startpoint: "L.DivCnt[7]"
  critical_path.max_fanout: 17
  cp_num_buf_inv: 0
power_and_ir_drop:
  comb_power_share: 0.016
  p_sw_uw: 63.4
  p_leak_uw: 0.000615
  powerDensity_nw_per_um2: 189
  p_int_uw: 266
  max-vdd-ir-drop_mv: 0.149
  p_sw_frac: 0.193
  p_clk_frac: 0.353
  seqPwrFrac: 0.631
timing:
  clock_skew_ns: 0.00579
  rsz0062_at_grt: "no"
  max_slew.worst_pin.slew_ns: 0.795
  fmax_mhz: 475
  hold_viol: 0
  setup_tns_ns: 0
  max_slew_margin: 0.470
  setup_viol: 0
  fin_crit_ns: 2.11
  untimed_endpoints: 14
  unclocked_pins: 10
  drv_slew: 0
  fin_crit_sh: 0.405
die:
  ioPinCount: 8
  fp_util: 0.188
  dieHeight_um: 111
  core_um2: 8130
  chipArea_um2: 12300
  rows: 33
  die_w_um: 111
synth:
  synthArstFlopShare: 0
  synth_seq_share: 0.491
  yosysUniqueCellTypes: 30
  ys_warn_count: 3
  flop_cell: "dfxtp_1"
  syn_area_um2: 1530
  syn-instance-count: 153
  avgSynthCellArea_um2: 9.99
  yosys_area_um2: 1530
  ys_cells: 153
  edf_count: 1
  ys.flops: 37
layout:
  fin_cells: 267
  layout-drive-gt1-share: 0.0988
  synthToLayoutAreaGrowth_pct: 14.1
  fillCellCount: 879
  final_area_um2: 1740
placed_design:
  gp_congestion: 0.814
  io_buffers: 7
  dpl_cell_area_um2: 1700
  dp_hpwl_um: 1750
  dpl.cell_count: 263
cts:
  cts_max_level: 1
  clock-root-buffer: "clkbuf_8"
  clk_latency_ns: 0.27
  cts_tree: "built"
  ctsHoldBuffers: 0
  numCtsBuffers: 3
  path_clk_slew_ns: 0.09
  post_cts_resized: 0
  post_cts_buffers: 0
  clockBufferDepth: 2
hold_path:
  hold_path.class: "reg -> reg"
  whs_path_depth: 1
  hold_start: "L.DivCnt[25]"
global_route:
  antenna_found_initial: 0
  track_usage: 0.0401
  overflow: 0
  grt_max_degree: 18
  grt_pass1_vias: 976
  grt_pass1_wl_um: 4450
job:
  cap_violations: 0
  warnings: 25
[metal layers]
| metal | part of all wire | GRT usage | up-vias |
|---|---|---|---|
| met5 | 0 | 0 | - |
| met4 | 0 | 0.000868 | 0 |
| met3 | 0.052 | 0.0126 | 0 |
| met2 | 0.39 | 0.0594 | 11 |
| met1 | 0.56 | 0.0589 | 445 |
| li1 | - | - | 548 |
[layout make-up]
| type | count | area, µm² | share of cell area |
|---|---|---|---|
| clock buffers | 4 | 45.0 | 0.0258 |
| repair buffers | 7 | 70.1 | 0.0402 |
| flip-flops and latches | 37 | 751 | 0.431 |
| inverters | 4 | 15.0 | 0.00861 |
| multi-input cells | 110 | 731 | 0.419 |
| well taps | 105 | 131 | 0.0754 |
[power groups by stage]
stage	Clock (µW)	Combinational, µW	Sequential (µW)
6_report	116	5.33	208
5_1_grt	131	5.91	208
4_1_cts	121	5.33	208
[cell usage after synthesis, types with 2 or more instances]
library cell | instances | share of area
o21a_1 | 2 | 0.0098
xor2_1 | 12 | 0.069
dfxtp_1 | 36 | 0.47
nand4_1 | 8 | 0.033
and2_1 | 6 | 0.025
nor4_4 | 2 | 0.028
inv_1 | 4 | 0.0098
nor2_2 | 9 | 0.037
and3_1 | 2 | 0.0082
nor3b_1 | 2 | 0.0098
xnor2_1 | 10 | 0.057
o21ai_1 | 2 | 0.0066
nand2_1 | 10 | 0.025
nand3b_1 | 2 | 0.0098
or4_1 | 3 | 0.015
nand3_1 | 11 | 0.036
nor3_1 | 8 | 0.026
nor2_1 | 12 | 0.029
[path summary, 6_finish.rpt]
check | slack, ns | endpoint
setup / recovery | 3.09 | L.DivCnt[25]
hold / removal | 0.47 | L.DivCnt[25]
setup reg to reg | 3.09 | L.DivCnt[25]
hold reg to reg | 0.47 | L.DivCnt[25]
[cell families (layout without fill, tap and decap cells)]
logic type,Yosys count,in the layout,share of synthesized area
simple gates,81,81,0.318
flops,37,37,0.491
xor+xnor,22,22,0.126
compound gates,6,6,0.0262
buf+inv,6,15,0.0303
fa+ha+maj,1,1,0.00819
[per-stage QoR]
step / power [µW] / utilization / hold WS [ns] / worst slack [ns]
2_1_floorplan: 214 / - / 0.427 / 3.52
3_3_place_gp: 218 / 0.209 / 0.451 / 3.12
3_5_place_dp: 218 / 0.209 / 0.454 / 3.08
4_1_cts: 334 / 0.214 / 0.470 / 3.06
5_1_grt: 345 / 0.214 / 0.504 / 2.91
6_report: 329 / 0.214 / 0.470 / 3.09
[worst reg2reg max path: stages, from the launching register on]
cell,delay [ns]
dfxtp_1,0.38
or4bb_1,0.51
nor3_1,0.14
and3_1,0.70
nand3b_1,0.20
o21ai_1,0.07
[cell usage in the layout (no fill, tap or decap), types with 3 or more instances in the layout]
cell / synthesis / layout
and2_1: 6 / 6
or4_1: 3 / 3
nor3_1: 8 / 8
clkbuf_8: 0 / 3
inv_1: 4 / 4
nand3_1: 11 / 11
clkdlybuf4s50_1: 0 / 7
dfxtp_1: 36 / 36
nand2_1: 10 / 10
nor2_2: 9 / 9
nand4_1: 8 / 8
nor2_1: 12 / 12
xnor2_1: 10 / 10
xor2_1: 12 / 12
[sequential cells by signal (all words and copies together), names as in the netlist]
register,count
L.DivCnt,26
RE.State,10
L.ClkOut,1
Power is estimated from default activity; no workload was simulated.
